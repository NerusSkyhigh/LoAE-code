<file path="design/flow/design.v">
module	Module_Counter_8_bit(input clk_in, input	[7:0] limit,
														 output	reg [7:0] out, output reg carry);
always @(posedge clk_in) begin
	if (out >= (limit - 8'b00000001)) begin
		out = 0;
		carry = 1;
	end else if (out == 0) begin
		out = 1;
		carry = 0;
	end else
		out = out + 1;
end
endmodule
module Module_DownCounter_8_bit(input clk_in, input [7:0] limit,
															  output reg [7:0] out, output reg carry);
always @(posedge clk_in) begin
	if (out <= 0) begin
		out = limit-1;
		carry = 1;
	end else if (out == limit-1) begin
		out = limit - 2;
		carry = 0;
	end else
		out = out - 1;
end
endmodule
module	Module_FrequencyDivider(input clk_in, input	[29:0]	period,
																output reg clk_out);
reg	[29:0]	counter;
always @(posedge clk_in) begin
	if (counter >= (period - 1)) begin
		counter = 0;
		clk_out = ~clk_out;
	end else
		counter = counter + 1;
end
endmodule
module simpleCounter_10Hz_from99_BCDcoding(input	CLK_50M,
																					output [7:0] LED);
wire		w_clock_10_Hz;
wire		carry;
Module_FrequencyDivider		clock_10_Hz_generator	(	.clk_in(CLK_50M),
																									.period(30'b000000001001100010010110100000),
																									.clk_out(w_clock_10_Hz));
Module_DownCounter_8_bit		counterDX		(	.clk_in(w_clock_10_Hz),
																				.limit(8'b00001010),
																				.out(LED[3:0]),
																				.carry(carry));
Module_DownCounter_8_bit		counterSX		(	.clk_in(carry),
																				.limit(8'b00001010),
																				.out(LED[7:4]));
endmodule
</file>
<file path="design/flow/constraint.sdc">
current_design simpleCounter_10Hz_from99_BCDcoding

set clk_period 4.1
set clk_io_pct 0.2

create_clock -name clk0 -period $clk_period [get_ports {CLK_50M}]

set non_clock_inputs [all_inputs -no_clocks]
set_input_delay [expr $clk_period * $clk_io_pct] -clock clk0 $non_clock_inputs
set_output_delay [expr $clk_period * $clk_io_pct] -clock clk0 [all_outputs]
</file>
<file path="design/flow/config.mk">
export PLATFORM = sky130hd
export DESIGN_NAME = simpleCounter_10Hz_from99_BCDcoding
export DESIGN_NICKNAME = simpleCounter_10Hz_from99_BCDcoding
export VERILOG_FILES = /design/flow/design.v
export SDC_FILE = /design/flow/constraint.sdc
export NUM_CORES = 4
export LEC_CHECK = 1
export CORE_UTILIZATION = 40
</file>
<file path="design/flow/run.sh">
#!/bin/bash
# OpenROAD 26Q1-2900-gdf79404cd8, Yosys 0.63+post, stock flow scripts
make -C /OpenROAD-flow-scripts/flow DESIGN_CONFIG=/design/flow/config.mk WORK_HOME=/design/flow/orfs finish
</file>
==> qor.yml <==
setup_path:
  crit_family: "AND-OR/OR-AND gates"
  path_buffers: 1
  critPathKind: "register to register"
  cp-start-kind: "register"
  cpPeakStageDelay_ps: 510
  endpoint_kind: "register"
  rr_worst_depth: 6
  crit_arrival_ps: 2390
  reg2reg_to: "clock_10_Hz_generator.counter[1]"
  reg2reg_from: "clock_10_Hz_generator.counter[0]"
  r2r_slack_ps: 1880
  crit_required_ps: 4270
  crit_slowest_cell: "a2111oi_0"
  path_depth: 6
  path_max_fanout: 15
  crit_chain: "ha_1 > nand4_1 > a2111oi_0 > o32a_1 > buf_4 > nor2b_1"
run:
  cap_violations: 0
  tool_warnings: 29
logic_synthesis:
  synth_chip_area_um2: 2110
  yosys.area.top_type: "dfxtp_1"
  ys_types: 41
  yosys-top-cells-area: "dfxtp_1, xnor2_1, nor2_1"
  synthesis.area_um2: 2110
  yosys_cells: 226
  syn_area_per_cell_um2: 9.32
  syn_inst: 226
  yosysWarnings: 4
  yosysTopAreaCellShare: 0.447
  ys_ff: 48
  postSynthSeqShare: 0.461
pwr:
  power.net_switching_uw: 117
  switching_share: 0.172
  power_uw: 680
  p_int_uw: 563
  p_clk_frac: 0.521
  power_density_nw_per_um2: 289
  p_comb_frac: 0.003
  sequentialPowerShare: 0.476
  ir_drop_uv: 297
  p_leak_nw: 0.802
floorplanning:
  coreArea_um2: 5070
  fp-row-count: 26
  die_area_um2: 5560
  fp_util: 0.415
  die_h_um: 74.6
  die_w_um: 74.6
  ios: 9
route:
  wl_met1_um: 1590
  drt-pass1-iter-count: 4
  avgRoutedWirePerCell_um: 10.1
  met2_wirelength_um: 1400
  drc: 0
  dr.first_iter.drc_count: 21
  routed_wirelength_um: 3120
  via_count: 1465
  antennaDiodeCount: 0
  met3_length_um: 83
  ant_nets: 0
  top_layer_used: "met4"
  post_drt_via_cell_ratio: 4.76
outcome:
  outcome: "finished, final reports clean"
layout:
  drive_gt1_frac: 0.0714
  seq_area_um2: 971
  layout_top_cell: "dfxtp_1"
  fillers: 502
  area_delta_synth_final_pct: 11.7
  final_cell_mix: "dfxtp_1, nor2_1, xnor2_1"
  logic_area_um2: 1030
cts:
  cts_buffers: 5
  cts_resized: 0
  h-tree-depth: 2
  clkLatencyLatePin_ps: 280
  holdBufCountCts: 0
  cts_buffer_depth: 2
  clock-root-buffer: "clkbuf_8"
  post_cts_buffers: 0
  cts_tree: "built"
  clk_pin_slew_ps: 60
global_routing:
  grt_pass1_wl_um: 5710
  antenna_found_initial: 0
  grt_pass1_vias: 1333
  grt_overflow_total: 0
  grt_usage: 0.132
  grt_max_degree: 16
min_path:
  worstHoldStart: "clock_10_Hz_generator.counter[0]"
  whs_endpoint: "clock_10_Hz_generator.counter[0]"
  hold_depth: 1
  hold_class: "register to register"
final_timing:
  slew_viol_final: 0
  unclocked_regs: 17
  untimed_endpoints: 25
  skew_ps: 2.89
  max_freq_mhz: 450
  setup_tns_ps: 0
  rsz0062_at_grt: "no"
  final.min_clock_period_ps: 2220
  hold_slack_ps: 462
  hold_viol_final: 0
  worst_slew_pin_slew_ps: 553
  min_period_over_period: 0.542
  fin_ws_ps: 1880
  setup_viol: 0
  maxSlewHeadroom: 0.631
place:
  post-place-ws_ps: 1870
  gp_congestion: 0.736
  dpl.hpwl_um: 2210
  io_buffer_count: 8
==> area by class of cell <==
| cell class | instances | area share |
|---|---|---|
| clock inverter | 3 | 0.0282 |
| multi-input combinational | 163 | 0.439 |
| timing repair buffer | 9 | 0.0372 |
| clock buffer | 5 | 0.0293 |
| tap | 70 | 0.0372 |
| inverter | 10 | 0.0160 |
| sequential | 48 | 0.413 |
==> state kept, by name, indices dropped and copies added, names as in the netlist <==
name                           flops
counterDX.carry                    1
clock_10_Hz_generator.clk_out      1
counterSX.out                      8
clock_10_Hz_generator.counter     30
counterDX.out                      8
==> cells by family (layout without fill, tap and decap cells) <==
group / after synthesis / in the layout / share of synthesized area
AND/OR/NAND/NOR: 96 / 96 / 0.244
flip-flops: 48 / 48 / 0.461
AND-OR/OR-AND: 25 / 25 / 0.0778
XOR/XNOR: 25 / 25 / 0.104
buffers and inverters: 22 / 27 / 0.0606
adder cells (fa/ha/maj): 7 / 7 / 0.0416
multiplexers: 2 / 2 / 0.00951
other: 1 / 8 / 0.00178
==> cells in the mapped netlist, drive strengths merged <==
master,n
o2bb2ai,1
o2111ai,1
a31oi,1
nor2b,3
nor2,32
a2111oi,1
nand2b,3
buf,11
nand4,4
and4,2
nand3b,1
edfxtp,1
xor2,4
inv,10
nor3,9
a22oi,2
nor3b,2
o31ai,3
a21o,2
nor4b,1
a21oi,8
or3,6
ha,7
nand2,11
o32a,1
mux2i,2
nand3,8
xnor2,21
conb,1
or4,5
or2,2
dfxtp,47
or3b,1
nor4,6
o21ai,5
clkbuf,1
==> metal layers <==
metal | up-vias | track usage
met2 | 17 | 0.217
met5 | - | 0
li1 | 785 | -
met4 | 0 | 0.0147
met1 | 656 | 0.193
met3 | 7 | 0.0247
==> worst register-to-register path, stage by stage (launching register included) <==
cell	delay, ps
dfxtp_1	370
ha_1	210
nand4_1	270
a2111oi_0	510
o32a_1	410
buf_4	270
nor2b_1	70
==> power by group through the flow <==
stage         clock network [mW]  registers [mW]  logic (mW)
finish                     0.354           0.324     0.00225
CTS                        0.362           0.324     0.00233
global route               0.374           0.324     0.00288
==> how the worst max path moves through the flow <==
stage	from	to	slack, ps
after global routing	clock_10_Hz_generator.counter[0]	clock_10_Hz_generator.counter[5]	1690
after CTS	clock_10_Hz_generator.counter[0]	clock_10_Hz_generator.counter[3]	1860
final	clock_10_Hz_generator.counter[0]	clock_10_Hz_generator.counter[1]	1880
==> per-stage QoR <==
step	cell area (um2)	std cells	utilization
after floorplan	2130	233	-
after global placement	2220	300	0.437
after detailed placement	2220	300	0.437
after CTS	2350	308	0.464
after global routing	2350	308	0.464
final	2350	308	0.464
Power figures rest on the tool's default switching activity, not on a simulated workload.
