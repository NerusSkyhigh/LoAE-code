==> flow/design.v <==
module	Module_4Digit_BCD_Converter	(	clk_in,
						fourteenBitsUnsignedInteger,
						fourDigitOutput);
input		clk_in;
input	[13:0]	fourteenBitsUnsignedInteger;
output	[15:0]	fourDigitOutput;
reg	[15:0]	fourDigitOutput;
reg		busy;
reg	[13:0]	fourteenBitsUnsignedIntegerOld;
reg	[15:0]	counterBCD;
reg	[13:0]	counter;
always @(posedge clk_in) begin
	if (!busy & (fourteenBitsUnsignedIntegerOld != fourteenBitsUnsignedInteger)) begin
		busy = 1;
	end else begin
		if  (fourteenBitsUnsignedInteger > 14'b10011100001111) begin	 
			fourDigitOutput = 16'b1001100110011001;
		end else begin
			if (counter == fourteenBitsUnsignedInteger) begin
				fourDigitOutput = counterBCD;
				busy = 0;
				counterBCD = 0;
				counter = 0;
			end else begin
				counter = counter + 1;
				if (counterBCD[3:0] == 4'b1001) begin
					counterBCD[3:0] = 0;
					if (counterBCD[7:4] == 4'b1001) begin
						counterBCD[7:4] = 0;
						if (counterBCD[11:8] == 4'b1001) begin
							counterBCD[11:8] = 0;
							if (counterBCD[15:12] == 4'b1001) begin
								counterBCD[15:12] = 0;
							end else begin
								counterBCD[15:12] = counterBCD[15:12] + 1;
							end
						end else begin
							counterBCD[11:8] = counterBCD[11:8] + 1;
						end
					end else begin
						counterBCD[7:4] = counterBCD[7:4] + 1;
					end
				end else begin
					counterBCD[3:0] = counterBCD[3:0] + 1;
				end
			end
		end
	end
	fourteenBitsUnsignedIntegerOld = fourteenBitsUnsignedInteger;
end
endmodule
==> flow/run.sh <==
#!/bin/bash
# OpenROAD 26Q1-2900-gdf79404cd8, Yosys 0.63+post, stock flow scripts
make -C /OpenROAD-flow-scripts/flow DESIGN_CONFIG=/design/flow/config.mk WORK_HOME=/design/flow/orfs finish
==> flow/config.mk <==
export PLATFORM = sky130hd
export DESIGN_NAME = Module_4Digit_BCD_Converter
export DESIGN_NICKNAME = Module_4Digit_BCD_Converter
export VERILOG_FILES = /design/flow/design.v
export SDC_FILE = /design/flow/constraint.sdc
export NUM_CORES = 4
export LEC_CHECK = 1
export CORE_UTILIZATION = 30
==> flow/constraint.sdc <==
current_design Module_4Digit_BCD_Converter

set clk_period 4.6
set clk_io_pct 0.2

create_clock -name clk0 -period $clk_period [get_ports {clk_in}]

set non_clock_inputs [all_inputs -no_clocks]
set_input_delay [expr $clk_period * $clk_io_pct] -clock clk0 $non_clock_inputs
set_output_delay [expr $clk_period * $clk_io_pct] -clock clk0 [all_outputs]
==> results.json <==
{
  "antennaDiodeCount": 0,
  "clock-root-buffer": "sky130_fd_sc_hd__clkbuf_8",
  "clk_pin_slew_ns": 0.07,
  "ys_ff": 61,
  "finalSetupTns_ns": 0,
  "worstSetupStartpoint": "fourteenBitsUnsignedInteger[4]",
  "layout-drive-gt1-share_pct": 8.10,
  "layout_top_cell_excl_fill_tap": "sky130_fd_sc_hd__edfxtp_1",
  "synthCells": 241,
  "crit_path_end_kind": "flop",
  "max-vdd-ir-drop_v": 0.000169,
  "wl_per_cell_um": 12.5,
  "yosys-stat-cells": 241,
  "initial_core_util_pct": 31.0,
  "die-area_um2": 9950,
  "outcome": "finished clean",
  "worst_hold_path.num_cells": 1,
  "cts_made_buffers": 9,
  "slowest_delay_ns": 0.62,
  "cts_repair_resize_count": 0,
  "cp_data_required_time_ns": 4.56,
  "worst_clock_skew_ns": 0.00809,
  "combinationalPowerShare_pct": 13.7,
  "timing.critical_path.arrival_ns": 3.23,
  "globalplace.congestion": 0.827,
  "drt.antenna.violating_nets": 0,
  "gr-usage-all-layers_pct": 10.9,
  "switching_portion_of_total_power_pct": 23.8,
  "starting_drt_drc_count": 55,
  "dr.pass1.iters": 4,
  "post_synth.cell_area_avg_um2": 11.9,
  "dr_total_vias": 1786,
  "p_per_area_nw_per_um2": 413,
  "reg2reg_depth": 5,
  "static-leakage-power_nw": 1.26,
  "postCtsHoldBufs": 0,
  "maxClockFrequency_ghz": 0.307,
  "hold_path.class": "reg2reg",
  "ys_chip_area_um2": 2870,
  "cts.path.max_buffers": 2,
  "timing.final.max_slew_violations": 0,
  "overall_die_width_um": 99.8,
  "path_cells": "clkdlybuf4s50_1 > nor4_1 > nor2_1 > o31ai_4 > o21ai_1 > inv_1",
  "openroad.warnings": 29,
  "drc_errors": 0,
  "layout-area-overhead-vs-synth_pct": 23.3,
  "reg2reg_from": "counter[6]",
  "cp_slowest_cell": "sky130_fd_sc_hd__inv_1",
  "post-route-min-period_ns": 3.26,
  "clkLatencyLatePin_ns": 0.34,
  "final_layout_top_logic_cells": "46 x sky130_fd_sc_hd__edfxtp_1, 41 x sky130_fd_sc_hd__nor2_1, 37 x sky130_fd_sc_hd__xnor2_1",
  "grt_pass1_wl_um": 8290,
  "drt_wl_total_um": 5160,
  "grt_pass1_vias": 1694,
  "tightestPinTransition_ns": 0.786,
  "clock_sink_count": 61,
  "detailedPlacementHpwl_um": 3540,
  "worst_r2r_endpoint": "fourDigitOutput[9]",
  "hold_violations": 0,
  "layout_worst_path_cycle_share_pct": 70.9,
  "grt_overflow": 0,
  "tritoncts_clock_tree": "built",
  "start_kind": "primary input",
  "total_switching_power_uw": 347,
  "n_fill_cell": 862,
  "post_synth_num_cell_types": 33,
  "ff2ff_setup_slack_ns": 2.00,
  "fp.coreArea_um2": 9240,
  "p_seq_share_pct": 49.8,
  "max_slew_headroom_at_the_worst_pin_pct": 47.6,
  "post_cts_repair_timing_setup_buffer_count": 0,
  "p_int_mw": 1.11,
  "power_frac_clock_pct": 36.5,
  "port-buffer-count": 30,
  "synthesis.yosys.warnings": 1,
  "setup.worst_path.class": "in2reg",
  "die.size.y_um": 99.8,
  "viasPerCell": 4.32,
  "antenna_found_initial": 0,
  "syn_area_um2": 2870,
  "hold_slack_ns": 0.511,
  "rsz0062_at_grt": "false",
  "htree_levels": 3,
  "maxCapViolCount": 0,
  "fp_rows": 35,
  "num_io_pins": 31,
  "crit_fanout": 18,
  "synth.yosys.seq_area_share_pct": 58.6,
  "grt_start_max_net_pins": 31,
  "final_setup_violating_endpoints": 0,
  "endpoint": "counter[13]"
}
[registers in the layout (all words and copies together), names as in the netlist]
name,count
counterBCD,16
fourDigitOutput,16
counter,14
fourteenBitsUnsignedIntegerOld,14
busy,1
[power groups by stage]
stage | Combinational (mW) | Sequential, mW | Clock (mW)
after global routing | 0.225 | 0.736 | 0.570
final | 0.200 | 0.727 | 0.533
after CTS | 0.202 | 0.727 | 0.548
[cell families (layout without fill, tap and decap cells)]
logic type | count (synthesis) | count (layout) | synth area share, %
and+or+nand+nor | 100 | 100 | 17.3
DFF | 61 | 61 | 58.6
xor gates and xnor gates | 44 | 44 | 13.4
AOI/OAI and AO/OA | 12 | 12 | 3.10
buffers and inverters | 11 | 54 | 2.09
adders and majority gates | 9 | 9 | 3.93
muxes | 4 | 4 | 1.53
[worst min path at each step]
| stage | start | to | slack [ns] |
|---|---|---|---|
| CTS | busy | busy | 0.51 |
| global route | busy | busy | 0.53 |
| finish | busy | busy | 0.51 |
[per-stage QoR]
step / cell area [um^2] / utilization (%) / setup slack [ns] / std cells / total power, mW
after floorplan: 2870 / - / 2.11 / 241 / 0.857
after global placement: 3310 / 35.8 / 1.00 / 397 / 0.938
after detailed placement: 3310 / 35.8 / 0.978 / 397 / 0.938
after CTS: 3540 / 38.3 / 1.34 / 413 / 1.48
after global routing: 3540 / 38.3 / 1.16 / 413 / 1.53
final: 3540 / 38.3 / 1.34 / 413 / 1.46
[critical path, delay by kind of cell]
kind,cells,cell delay [ns]
AND-OR/OR-AND,2,0.80
buffers and inverters,2,1.10
AND/OR/NAND/NOR,2,0.40
[synthesized netlist by cell type]
cell type | n | share of area, %
sky130_fd_sc_hd__a21o_1 | 1 | 0.26
sky130_fd_sc_hd__and4_1 | 2 | 0.61
sky130_fd_sc_hd__a21oi_1 | 6 | 1.0
sky130_fd_sc_hd__mux2i_1 | 1 | 0.35
sky130_fd_sc_hd__nor4_2 | 1 | 0.44
sky130_fd_sc_hd__o21bai_1 | 1 | 0.26
sky130_fd_sc_hd__nand3b_1 | 1 | 0.26
sky130_fd_sc_hd__nor2_1 | 41 | 5.4
sky130_fd_sc_hd__o31ai_4 | 1 | 0.74
sky130_fd_sc_hd__and2b_1 | 1 | 0.26
sky130_fd_sc_hd__nand2b_1 | 9 | 2.0
sky130_fd_sc_hd__nor4_1 | 2 | 0.44
sky130_fd_sc_hd__nand3_1 | 4 | 0.70
sky130_fd_sc_hd__edfxtp_1 | 46 | 48
sky130_fd_sc_hd__dfxtp_1 | 15 | 10
sky130_fd_sc_hd__inv_1 | 7 | 0.92
sky130_fd_sc_hd__o21ai_1 | 1 | 0.17
sky130_fd_sc_hd__nand4_1 | 8 | 1.7
sky130_fd_sc_hd__o22a_1 | 1 | 0.31
sky130_fd_sc_hd__and3_1 | 4 | 0.87
sky130_fd_sc_hd__xnor2_1 | 37 | 11
sky130_fd_sc_hd__nand2_1 | 16 | 2.1
sky130_fd_sc_hd__mux2_2 | 3 | 1.2
sky130_fd_sc_hd__and2_1 | 3 | 0.65
sky130_fd_sc_hd__buf_4 | 3 | 0.79
sky130_fd_sc_hd__or2_2 | 1 | 0.22
sky130_fd_sc_hd__buf_6 | 1 | 0.39
sky130_fd_sc_hd__ha_1 | 9 | 3.9
sky130_fd_sc_hd__nor3_1 | 1 | 0.17
sky130_fd_sc_hd__xor2_1 | 7 | 2.1
sky130_fd_sc_hd__nor3b_1 | 4 | 1.0
sky130_fd_sc_hd__a31o_2 | 1 | 0.31
sky130_fd_sc_hd__nor2b_1 | 2 | 0.44
[layer usage]
layer	vias to the layer above	routed length, um	global-route usage, %
li1	904	-	-
met1	837	2580	17.9
met2	36	2220	15.3
met3	9	241	2.83
met4	0	117	2.49
met5	-	0	0
[area by class of cell]
class / instances / area [um^2] / share of cell area (%)
Sequential cell: 61 / 1680 / 47.5
Inverter: 7 / 26.3 / 0.743
Multi-Input combinational cell: 169 / 1130 / 32.1
Clock buffer: 12 / 155 / 4.39
Timing Repair Buffer: 31 / 308 / 8.70
Tap cell: 129 / 161 / 4.56
Clock inverter: 4 / 70.1 / 1.98
Power figures rest on the tool's default switching activity, not on a simulated workload.
